**./run.sh**
```bash
#!/bin/bash
# OpenROAD 26Q1-2900-gdf79404cd8, Yosys 0.63+post, stock flow scripts
make -C /OpenROAD-flow-scripts/flow DESIGN_CONFIG=/design/flow/config.mk WORK_HOME=/design/flow/orfs finish
```
**./config.mk**
```make
export PLATFORM = sky130hd
export DESIGN_NAME = mux
export DESIGN_NICKNAME = mux
export VERILOG_FILES = /design/flow/design.v
export SDC_FILE = /design/flow/constraint.sdc
export NUM_CORES = 4
export LEC_CHECK = 1
export CORE_AREA = 10 10 71 71
export DIE_AREA = 0 0 81 81
```
**./constraint.sdc**
```tcl
current_design mux

set clk_period 1.0
set clk_io_pct 0.2

create_clock -name clk0 -period $clk_period

set non_clock_inputs [all_inputs -no_clocks]
set_input_delay [expr $clk_period * $clk_io_pct] -clock clk0 $non_clock_inputs
set_output_delay [expr $clk_period * $clk_io_pct] -clock clk0 [all_outputs]
```
**./design.v**
```verilog
module mux(y,sel,a,b);
input sel;
input [31:0]a,b;
output reg [31:0]y;
always@(*)
if (sel)
y=b;
else
y=a;
endmodule
module mux_tb;
reg [31:0]a,b;
reg sel;
wire [31:0]y;
mux MUX(y,sel,a,b);
initial begin
a=32'h3452ADC2;
b=32'hABE4789F;
sel=1'b0;
#10;
sel=1'b1;
#10;
end
initial
  $monitor("time=%0t,sel=%b,a=%h,b=%h,y=%h",$time,sel,a,b,y);
endmodule
```
==> reports/metrics.json <==
{
  "fp.coreArea": {"value": 3633, "unit": "um^2"},
  "grt_use_total": {"value": 8.085, "unit": "%"},
  "ir_drop": {"value": 0.1696, "unit": "mV"},
  "cellPowerDensity": {"value": 396.8, "unit": "nW/um^2"},
  "drcViolationCount": {"value": 0},
  "share_clk_of_total_power": {"value": 0, "unit": "%"},
  "violations": {"value": "negative setup slack"},
  "syn_to_final_growth": {"value": 192.6, "unit": "%"},
  "place.port_buffers": {"value": 97},
  "post_drt_via_cell_ratio": {"value": 3.837},
  "route.antenna.remaining_nets": {"value": 0},
  "critPathMostFrequentCell": {"value": "sky130_fd_sc_hd__buf_16"},
  "cp_cell_sequence": {"value": "buf_16 -> buf_16 -> mux2_4 -> buf_6"},
  "finalWirelength": {"value": 2948, "unit": "um"},
  "type_of_the_most_critical_hold_path": {"value": "in -> out"},
  "antenna_cells_inserted": {"value": 0},
  "run_status": {"value": "finished, violations left"},
  "drt_first_pass_iters": {"value": 2},
  "ys_seq_share": {"value": 0, "unit": "%"},
  "floorplan.die.width": {"value": 81, "unit": "um"},
  "dp.final_hpwl": {"value": 2534, "unit": "um"},
  "vias": {"value": 706},
  "post-route-period-util": {"value": 109.1, "unit": "%"},
  "finalCoreUtilization": {"value": 43.84, "unit": "%"},
  "crit_type": {"value": "in -> out"},
  "die-area": {"value": 6561, "unit": "um^2"},
  "yosys-stat-cells": {"value": 36},
  "die.size.y": {"value": 81, "unit": "um"},
  "timing.critical_path.fanout_max": {"value": 8},
  "first_global_vias": {"value": 787},
  "yosys-stat-area": {"value": 544.3, "unit": "um^2"},
  "layout.area.seq": {"value": 0, "unit": "um^2"},
  "setup.worst_path.end_class": {"value": "primary output"},
  "setup_total_negative_slack": {"value": -2.608, "unit": "ns"},
  "p_seq_share": {"value": 0, "unit": "%"},
  "layout.clock_buffers": {"value": 0},
  "tightest_slew": {"value": 0.1105, "unit": "ns"},
  "power.static_leakage": {"value": 0.8596, "unit": "nW"},
  "max-slew-margin-rel": {"value": 92.63, "unit": "%"},
  "count_of_routing_violations_after_the_opening_detailed_route_iteration": {"value": 7},
  "avgRoutedWirePerCell": {"value": 16.02, "unit": "um"},
  "cts_post_setup_buffers_inserted": {"value": 0},
  "mappedNetlistArea": {"value": 544.3, "unit": "um^2"},
  "p_sw": {"value": 142.1, "unit": "uW"},
  "fraction_of_layout_cells_with_a_size_suffix_above_1": {"value": 52.94, "unit": "%"},
  "globalRoute.totalOverflow": {"value": 0},
  "power_switching_share": {"value": 22.48, "unit": "%"},
  "routabilityCongestion": {"value": 0.8093},
  "cellInternalPower": {"value": 489.9, "unit": "uW"},
  "achievable-frequency": {"value": 916.8, "unit": "MHz"},
  "report.final.setup_viol": {"value": 31},
  "grt_first_pass_wirelength": {"value": 4181, "unit": "um"},
  "rows": {"value": 22},
  "critPathArrivalTime": {"value": 0.89, "unit": "ns"},
  "maximum_number_of_pins_on_one_net_before_global_route_repair": {"value": 9},
  "timing.final.ws_setup": {"value": -0.09077, "unit": "ns"},
  "crit_required": {"value": 0.80, "unit": "ns"},
  "ports": {"value": 97},
  "report.final.slew_viol_count": {"value": 0},
  "tool_warnings": {"value": 34},
  "synth_cell_type_count": {"value": 4},
  "yosysWarningCount": {"value": 1},
  "final-hold-violation-count": {"value": 0},
  "flops": {"value": 0},
  "share_comb_of_total_power": {"value": 100.0, "unit": "%"},
  "timing.max_cap.violations": {"value": 0},
  "grt_setup_unrepaired": {"value": "yes"},
  "floorplan.core_util": {"value": 14.98, "unit": "%"},
  "antenna_found_initial": {"value": 0},
  "critical_path.max_stage_delay": {"value": 0.30, "unit": "ns"},
  "finalCriticalPeriod": {"value": 1.091, "unit": "ns"},
  "synthesis.instances": {"value": 36},
  "startpoint_kind_of_the_worst_setup_timing_path": {"value": "primary input"},
  "synthesis.area_per_instance": {"value": 15.12, "unit": "um^2"},
  "worst_path_slowest_cell": {"value": "sky130_fd_sc_hd__mux2_4"}
}
==> layout make-up <==
type               instances  area, um^2
repair buffers           104        1052
multi-input cells         32       480.5
well taps                 48       60.06
fillers                  369        2041
==> cell families (layout without fill, tap and decap cells) <==
logic type | count (synthesis) | in the layout | share of synthesized area, %
buffers and inverters | 4 | 104 | 13.10
muxes | 32 | 32 | 86.90
==> worst max-delay path, delay by kind of cell <==
| family | cells | cell delay [ns] |
|---|---|---|
| multiplexers | 1 | 0.30 |
| buffers and inverters | 3 | 0.39 |
==> layer usage <==
metal | part of all wire (%) | track usage (%) | up-vias
li1 | - | - | 341
met1 | 38 | 9.483 | 315
met2 | 51 | 14.41 | 50
met3 | 12 | 3.229 | 0
met4 | 0 | 0 | 0
met5 | 0 | 0 | -
==> path summary, 6_finish.rpt <==
kind   from     to  slack, ns  depth (start not counted)
max     sel  y[25]      -0.09                          4
min   b[29]  y[29]       0.77                          3
==> power groups by stage <==
stage	Sequential, mW	Combinational, mW	Clock [mW]
CTS	0	0.604	0
global route	0	0.676	0
finish	0	0.632	0
==> layout by cell type (no fill, tap or decap) <==
cell,count
sky130_fd_sc_hd__buf_2,9
sky130_fd_sc_hd__buf_6,23
sky130_fd_sc_hd__clkdlybuf4s15_1,2
sky130_fd_sc_hd__buf_12,2
sky130_fd_sc_hd__buf_4,1
sky130_fd_sc_hd__buf_16,5
sky130_fd_sc_hd__dlygate4sd2_1,62
sky130_fd_sc_hd__mux2_4,32
==> synthesized netlist by cell type, drive strengths merged <==
master   n  area [um^2]
buf      4        71.32
mux2    32        473.0
==> stage by stage <==
stage	power, mW	setup WS, ns	hold WS (ns)	std cells	area, um^2
3_5_place_dp	0.6624	-0.5194	1.201	180	1546
6_report	0.6320	-0.09077	0.7699	184	1593
3_3_place_gp	0.6593	-0.5208	1.188	180	1546
5_1_grt	0.6760	-0.1128	0.7922	184	1593
2_1_floorplan	0.2063	0.06690	0.4977	36	544.3
4_1_cts	0.6036	-0.09625	0.7755	184	1529
==> repair_timing <==
action                                  in CTS  in global routing
hold buffers                                 0                  0
gates cloned                                 4                  0
endpoints found under the setup margin      32                 32
gates resized                              185                 11
pin swaps                                    0                  0
Power figures rest on the tool's default switching activity, not on a simulated workload.
