[constraint.sdc]
current_design alu

set clk_period 10.2
set clk_io_pct 0.2

create_clock -name clk0 -period $clk_period

set non_clock_inputs [all_inputs -no_clocks]
set_input_delay [expr $clk_period * $clk_io_pct] -clock clk0 $non_clock_inputs
set_output_delay [expr $clk_period * $clk_io_pct] -clock clk0 [all_outputs]
[config.mk]
export PLATFORM = sky130hd
export DESIGN_NAME = alu
export DESIGN_NICKNAME = alu
export VERILOG_FILES = /design/flow/design.v
export SDC_FILE = /design/flow/constraint.sdc
export NUM_CORES = 4
export LEC_CHECK = 1
export CORE_UTILIZATION = 50
[design.v]
module alu(result, zero, a, b, alu_control);
input  [31:0] a, b;
input  [2:0]  alu_control;   
output reg [31:0] result;
output reg zero;
always @(*) begin
    case (alu_control)
        3'd0: result = a + b;                           
        3'd1: result = a - b;                           
        3'd2: result = a & b;                           
        3'd3: result = a | b;                           
        3'd4: result = $signed(a) < $signed(b) ? 32'd1 : 32'd0;  
        3'd5: result = a << b[4:0];                     
        3'd6: result = a >> b[4:0];                     
        3'd7: result = $signed(a) >>> b[4:0];           
        default: result = 32'h00000000;
    endcase
    zero = (a == b);
end
endmodule
module alu_tb;
reg  [31:0] a, b;
reg  [3:0] alu_control;
wire [31:0] result;
wire zero;
alu ALU(result,zero,a,b,alu_control);
initial begin
a=10; b=5; alu_control=4'd0; 
#5
a=10; b=5; alu_control=4'd1; 
#5        
a=10; b=5; alu_control=4'd2; 
#5
a=10; b=5; alu_control=4'd3; 
#5
a=10; b=5; alu_control=4'd4; 
#5
a=-3; b=5; alu_control=4'd5; 
#5
a=32'h0000_0001; b=3; alu_control=4'd6; 
#5
a=32'h0000_0010; b=1; alu_control=4'd7; 
#5
a=-32'd16; b=2; alu_control=4'd8; 
#5
a=10; b=10; alu_control=4'd9; 
#5
a=10; b=20; alu_control=4'd10; 
#5
a=20; b=10; alu_control=4'd11; 
#5
a=-5; b=3; alu_control=4'd12; 
#5;
end
initial begin
$monitor("time=%0t a=%0d b=%0d alu_control=%0d result=%0d zero=%b",$time, a, b, alu_control, result, zero);
end
endmodule
[run.sh]
#!/bin/bash
# OpenROAD 26Q1-2900-gdf79404cd8, Yosys 0.63+post, stock flow scripts
make -C /OpenROAD-flow-scripts/flow DESIGN_CONFIG=/design/flow/config.mk WORK_HOME=/design/flow/orfs finish
==> results_dict.tcl <==
# collected from the flow reports
set metrics [dict create \
    status "completed" \
    drc 0 \
    syn_area_sq_um 8890 \
    viasPerCell 6.98 \
    drtAntennaViolNets 0 \
    final_layout_size_suffix_gt1_frac 0.0920 \
    finalMaxSlewViolations 0 \
    die_w_microns 135 \
    dp_hpwl_microns 29100 \
    vdd_drop_max_mv 0.0465 \
    finalSetupTns_ns 0 \
    diodes 0 \
    hold_class "input pin to output port" \
    final_util 0.568 \
    overflow 0 \
    critical_path_class "input pin to output port" \
    antenna_found_initial 1 \
    slowest_delay_ns 0.59 \
    fp.dieH_microns 135 \
    yosys.stat.seqShare 0 \
    dr.first_iter.drc_count 1288 \
    worstPathArrival_ns 6.29 \
    cp-start-kind "input pin" \
    vias 10500 \
    fp_util 0.514 \
    p_leak_nw 4.06 \
    design_area_sq_um 9820 \
    setup_viol 0 \
    io_buffers 100 \
    crit_chain "clkdlybuf4s50_1 -> inv_1 -> ha_1 -> fa_1 -> o21ba_2 -> or4_1 -> a31o_2 -> a2111oi_1 -> o311a_1 -> nor2_1 -> o221a_2 -> o21ai_1 -> clkdlybuf4s50_1" \
    crit_top_cell "clkdlybuf4s50_1" \
    layout_setup_ws_ns 1.87 \
    required_ns 8.16 \
    slowest_stage "a2111oi_1" \
    dp.cells 1497 \
    fin_crit_sh 0.816 \
    grt_max_degree 64 \
    place_congestion 1.07 \
    synth_cells 1256 \
    yosys_area_sq_um 8890 \
    grt_pass1_vias 9545 \
    routed_wl_microns 37300 \
    avgSynthCellArea_sq_um 7.07 \
    path_max_fanout 6 \
    core_sq_um 17300 \
    min_period_ns 8.33 \
    dieArea_sq_um 18300 \
    syn2layout_area_growth_pct 10.5 \
    hold_viol 0 \
    synth.distinct_cells 83 \
    design.seq.count 0 \
    detailedPlace.worstSlack_ns 1.92 \
    grt_use_total 0.422 \
    placed_area_sq_um 9820 \
    yosys_warnings 1 \
    p_per_area_nw_per_um2 59.2 \
    tightest_slew_ns 0.884 \
    ys_cells 1256 \
    timing.slew.headroom 0.406 \
    layout.cells.non_filler 1497 \
    nClkBuffers 0 \
    ctsHoldBuffers 0 \
    drtPass1Iterations 5 \
    grt_pass1_wl_microns 56900 \
    min-delay-start "b[1]" \
    crit_path_end_kind "output port" \
    min_to "result[1]" \
    wl_per_cell_microns 24.9 \
    regArea_sq_um 0 \
    whs_path_depth 5 \
    cts_setup_buffers 0 \
    n_fill_cell 1697 \
    rows 48 \
    ioPinCount 100 \
    rsz0062_at_grt "false" \
    cts_resized 0 \
    warnings 98 \
    max_freq_mhz 120 \
    maxCapViolations 0 \
]
-- through the flow --
| step | hold slack, ns | power [W] |
|---|---|---|
| after floorplan | 4.34 | 0.000361 |
| after global placement | 5.27 | 0.000562 |
| after detailed placement | 5.26 | 0.000561 |
| after CTS | 5.26 | 0.000564 |
| after global routing | 5.30 | 0.000623 |
| final | 5.26 | 0.000581 |
-- cell type report --
cell class	instances	area, sq um	area share
Tap cell	225	282	0.0287
Timing Repair Buffer	117	1110	0.113
Multi-Input combinational cell	1058	8060	0.821
Inverter	97	364	0.0371
-- Yosys cell counts (all sizes together), types with 13 or more instances --
master,instances,area share
a31oi,17,0.012
a221o,13,0.015
nand2b,16,0.011
inv,96,0.041
mux2i,52,0.059
clkbuf,62,0.026
o21ai,85,0.048
nor3,25,0.014
nand3,23,0.013
mux4,52,0.13
a21oi,98,0.055
o211ai,28,0.024
ha,97,0.14
mux2,14,0.018
o221ai,13,0.013
a21o,15,0.013
nor2,117,0.049
buf,39,0.027
nand2,129,0.054
a221oi,21,0.021
a211oi,28,0.024
and3,13,0.0092
-- critical path, delay by kind of cell --
kind	cells	cell delay (ns)
compound gates	6	1.88
buf+inv	3	1.12
fa+ha+maj	2	0.68
simple gates	2	0.57
-- placed cells by master, fill, tap and decap left out, types with 6 or more instances in the layout --
cell type        count
ha_1                97
a211oi_1            28
buf_4               18
nor2_1             117
and3_1              13
o21ai_0             80
nand4_1             10
nand2b_1            16
nor3_1              24
clkdlybuf4s50_1     96
a221o_1             13
o31ai_1              8
a21o_1              15
or3_1                8
nand2_1            129
xnor2_1              7
a2bb2oi_1            7
o221ai_1            13
mux2i_1             52
mux2_2              14
o211ai_1            27
o21a_1               8
o22ai_1             11
o2111ai_1            6
o21bai_1            11
mux4_2              52
nand3_1             23
inv_1               94
nor2b_1              8
nor4_1               6
and2_1               9
or2_2                6
a31oi_1             17
a221oi_1            21
a21oi_1             98
-- cell families after synthesis --
family / after synthesis / synth area share
xor+xnor: 10 / 0.00986
fa+ha+maj: 99 / 0.141
mux: 118 / 0.208
simple gates: 385 / 0.198
buf+inv: 198 / 0.0941
compound gates: 446 / 0.349
-- layer usage --
layer  global-route usage  part of all wire  up-vias
met4               0.0874             0.024        0
li1                     -                 -     4791
met2                0.611              0.43      681
met3                0.110              0.12       69
met5                    0                 0        -
met1                0.637              0.42     4913
-- power breakdown --
| part | switching (W) | leakage (nW) | internal [W] | total, W |
|---|---|---|---|---|
| logic | 0.000340 | 4.06 | 0.000242 | 0.000581 |
| registers | 0 | 0 | 0 | 0 |
| clock network | 0 | 0 | 0 | 0 |
-- worst max-delay path by stage --
stage | from | to | slack [ns] | cells past startpoint
global route | b[4] | result[28] | 1.65 | 12
CTS | a[0] | result[26] | 1.90 | 13
finish | a[0] | result[26] | 1.87 | 13
Power figures rest on the tool's default switching activity, not on a simulated workload.
